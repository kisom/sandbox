`/design/flow/config.mk`:
```
export PLATFORM = sky130hd
export DESIGN_NAME = SegmentLCDTest
export DESIGN_NICKNAME = SegmentLCDTest
export VERILOG_FILES = /design/flow/design.v
export SDC_FILE = /design/flow/constraint.sdc
export NUM_CORES = 4
export LEC_CHECK = 1
export CORE_UTILIZATION = 30
```
`/design/flow/constraint.sdc`:
```
current_design SegmentLCDTest

set clk_period 2.8
set clk_io_pct 0.2

create_clock -name clk0 -period $clk_period [get_ports {CLK}]

set non_clock_inputs [all_inputs -no_clocks]
set_input_delay [expr $clk_period * $clk_io_pct] -clock clk0 $non_clock_inputs
set_output_delay [expr $clk_period * $clk_io_pct] -clock clk0 [all_outputs]
```
`/design/flow/design.v`:
```
module SegmentLCDTest (
	input	CLK,
	output	D1,
	output	D2,
	output	D3,
	output	D4,
	output	D5,
	output	BR4,
	output	BR5,
	output	BR6,
	output	BR7,
	output	BR8,
	output	BR9,
	output	BR10
);
	reg [21:0]	clock_counter = 22'b00000000000000000000000;
	reg [3:0]	number = 4'b0000;
	SegmentLCD	display (
		.number(number),
		.out({BR10, BR9, BR8, BR7, BR6, BR5, BR4})
	);
	always @(posedge CLK) begin
		clock_counter <= clock_counter + 1;
		if (clock_counter == 22'b1001001001111100000000) begin
			number <= number + 1;
			clock_counter <= 0;
		end
	end
endmodule
module SegmentLCD (
	input	[3:0]		number,
	output	reg [6:0]	out
);
	always @(*)
	begin
		case (number)
			4'b0000: out = ~7'b0111111;  
			4'b0001: out = ~7'b0000110;  
			4'b0010: out = ~7'b1011011;  
			4'b0011: out = ~7'b1001111;  
			4'b0100: out = ~7'b1100110;  
			4'b0101: out = ~7'b1101101;  
			4'b0110: out = ~7'b1111101;  
			4'b0111: out = ~7'b0000111;  
			4'b1000: out = ~7'b1111111;  
			4'b1001: out = ~7'b1100111;  
			4'b1010: out = ~7'b1110111;  
			4'b1011: out = ~7'b1111100;  
			4'b1100: out = ~7'b0111001;  
			4'b1101: out = ~7'b1011110;  
			4'b1110: out = ~7'b1111001;  
			4'b1111: out = ~7'b1110001;  
		endcase
	end
endmodule
```
`/design/flow/run.sh`:
```
#!/bin/bash
# OpenROAD 26Q1-2900-gdf79404cd8, Yosys 0.63+post, stock flow scripts
make -C /OpenROAD-flow-scripts/flow DESIGN_CONFIG=/design/flow/config.mk WORK_HOME=/design/flow/orfs finish
```
==> GITHUB_STEP_SUMMARY <==
### Metrics collected by this job

| Metric | Value |
|---|---|
| Status | finished clean |
| Setup violations, final | 0 |
| DRT antenna net count | 0 |
| Avg Inst Size Synth | 9.06 sq um |
| Kind of critical path | flop to output pin |
| Worst Path Required | 2.24 ns |
| Die X-Extent | 70.4 um |
| Vias after detailed routing | 994 |
| P&R area growth vs syn | 12.5% |
| First-pass GRT wire length | 3870 um |
| # Max-Cap Violations | 0 |
| Worst hold path depth | 1 |
| Tool warnings | 30 |
| Hold Buf Count CTS | 0 |
| Antenna violations before repair | 0 |
| Worst-path cell chain | inv_1 -> ha_2 -> nor2_1 -> or3b_2 -> o21ai_0 -> clkdlybuf4s50_1 |
| Reg2reg start | clock_counter[8]$_SDFF_PN0_ |
| Synthesized area | 1400 sq um |
| Fin crit period | 2.69 ns |
| Area of the die | 4960 sq um |
| Setup WS pre-CTS | 0.355 ns |
| Buffers on Ports | 7 |
| Fillers | 431 |
| Power, Total | 0.583 mW |
| Slew Limit Fails | 0 |
| Chip Area, Yosys | 1400 sq um |
| Biggest area consumer among synthesized cells | dfxtp_1 |
| Max incr delay on CP | 0.47 ns |
| Post-synth EDFFs | 4 |
| Crit Path Max Fanout | 5 |
| Drt wl/cell | 10.5 um |
| Register share after synthesis | 0.399 |
| Fin worst setup slack | 0.115 ns |
| CTS Buffer Depth | 2 |
| Synth warn | 7 |
| Finished Cell Area | 1580 sq um |
| # IOs | 13 |
| Clk pwr share | 0.352 |
| ANT cells | 0 |
| GRT Util Overall | 0.0966 |
| Placed Cells | 211 |
| Gp weighted congestion | 0.801 |
| Worst relative slew slack | 0.510 |
| CTS tree | yes |
| Drt drc | 0 |
| Number of global-route vias before repair | 901 |
| Area leader share | 0.314 |
| Setup TNS | 0 ns |
| CP Capture Type | output pin |
| Initial DRC Count | 33 |
| Via/cell ratio | 4.60 |
| Internal power | 0.473 mW |
| Post-route clock period utilization | 0.959 |
| Crit-path slowest cell | clkdlybuf4s50_1 |
| Top cells, area | dfxtp_1 31%, xnor2_1 10%, edfxtp_1 8.6% |
| Worst Max-Slew Pin Slew | 0.729 ns |
| Root buf cell | clkbuf_8 |
| Peak VDD IR | 176 uV |
| Dpl hpwl | 1670 um |
| Worst-path clk slew | 0.09 ns |
| Worst EP arrival | 2.13 ns |
| Yosys cell types | 39 |
| PwrDens | 369 nW/um^2 |
| Final hold vios | 0 |
| Combinational share of power | 0 |
| Hold Crit Class | flop to flop |
| Switch Pwr | 0.109 mW |
| DRT Pass-1 Iters | 4 |
| Gate Area | 774 sq um |
| Lkg Pwr | 0.516 nW |
| Core Region | 4410 sq um |
| Number of buffers created by CTS | 3 |
| Yosys reg bits | 26 |
| Sw Ratio | 0.187 |
| Non-Filler Instances | 216 |
| CP Launch Type | flop |
| Die Y | 70.4 um |
| Unrepaired setup endpoints after global routing | false |
| Clk latency late pin | 0.26 ns |
| FF/Latch Area | 561 sq um |
| Starting Density | 0.318 |
| Cells after synthesis | 155 |
| Reg2Reg Depth | 4 |
| Ys async rst share | 0 |
| Critical path startpoint | number[1]$_DFFE_PN_ |
| Grt ovf | 0 |
| Yosys cell count | 155 |
| Top_reg_cell synth | dfxtp_1 |
| Cell row count | 24 |
| Largest net degree at the start of global routing | 15 |
| Area after DPL | 1520 sq um |
| WL final | 2270 um |
| Clock Skews | 0.00554 ns |
| Worst Hold Launch | clock_counter[19]$_SDFF_PN0_ |
| Share of cells above drive strength 1 | 0.104 |
| Number of clock sinks | 26 |
| Register share of total power | 0.647 |
| Fmax | 372 MHz |
| Htree depth | 1 |
## critical path, delay by kind of cell, from the launching register on
family                   cells  cell delay [ns]
flip-flops                   1             0.43
AND/OR/NAND/NOR              2             0.51
buffers and inverters        2             0.61
adder cells (fa/ha/maj)      1             0.23
AND-OR/OR-AND                1             0.08
## flip-flops by register name, summed over array words and instances, names as in the netlist
| signal | cells |
|---|---|
| clock_counter | 22 |
| number | 4 |
## per-stage QoR
step | util | hold slack (ns)
floorplan | - | 0.441
global placement | 0.344 | 0.459
detailed placement | 0.344 | 0.468
CTS | 0.354 | 0.481
global route | 0.358 | 0.505
finish | 0.358 | 0.483
## cells in the mapped netlist (2+ instances only)
| library cell | instances |
|---|---|
| inv_1 | 10 |
| a22o_1 | 2 |
| nor4_1 | 4 |
| nand3_1 | 11 |
| nor2_1 | 18 |
| nand4_1 | 4 |
| nand2_1 | 9 |
| nor3_1 | 5 |
| nor4b_1 | 2 |
| edfxtp_1 | 4 |
| xnor2_1 | 16 |
| mux2i_1 | 3 |
| clkbuf_1 | 2 |
| xor2_1 | 3 |
| o21ai_0 | 5 |
| buf_4 | 5 |
| ha_1 | 7 |
| a21oi_1 | 3 |
| dfxtp_1 | 22 |
## worst paths after layout
path	endpoint	slack [ns]
max	BR4	0.11
min	clock_counter[19]$_SDFF_PN0_	0.48
max reg2reg	number[1]$_DFFE_PN_	1.07
min reg2reg	clock_counter[19]$_SDFF_PN0_	0.48
## timing repair
| item | CTS | global route |
|---|---|---|
| setup buffers | 0 | 2 |
| endpoints found under the setup margin | 0 | 1 |
| resized | 0 | 1 |
## per-layer routing
metal	wire length, um	global-route usage	part of all wire
met3	50	0.0204	0.022
met4	28	0.0111	0.012
met1	1230	0.148	0.54
met2	966	0.147	0.42
met5	0	0	0
## power by group through the flow
stage,sequential (mW),combinational (mW),clock (mW)
4_1_cts,0.377,0.000189,0.217
5_1_grt,0.377,0.000600,0.231
6_report,0.377,0.000125,0.205
## cell type report
class	count	area share
repair buffers	11	0.0634
inverters	10	0.0238
well taps	52	0.0412
multi-input cells	114	0.490
clock buffers	3	0.0261
flip-flops and latches	26	0.355
## logic make-up after synthesis
logic type / Yosys count / share of synthesized area
AND-OR/OR-AND: 15 / 0.0731
XOR/XNOR: 19 / 0.119
adder cells (fa/ha/maj): 7 / 0.0624
buffers and inverters: 19 / 0.0651
flip-flops: 26 / 0.399
multiplexers: 4 / 0.0294
other: 1 / 0.00267
AND/OR/NAND/NOR: 64 / 0.250
## cell usage in the layout (no fill, tap or decap), types with 2 or more instances in the layout
cell type        count
a21oi_1              3
a22o_1               2
buf_4                4
clkbuf_8             3
clkdlybuf4s50_1      7
conb_1               5
dfxtp_1             22
edfxtp_1             4
ha_1                 6
inv_1               10
mux2i_1              3
nand2_1              9
nand3_1             11
nand4_1              4
nor2_1              18
nor3_1               4
nor4_1               4
nor4b_1              2
o21ai_0              5
xnor2_1             16
xor2_1               3
No activity file was given, so power comes from the tool's default toggle rates.
