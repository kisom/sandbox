## ./design.v

```verilog
module NumberDisplay (
	input	PIN_1,
	input	PIN_2,
	input	PIN_3,
	input	PIN_4,
	output	PIN_9,
	output	PIN_10,
	output	PIN_11,
	output	PIN_12,
	output	PIN_13,
	output	PIN_14,
	output	PIN_15,
	output	USBPU
);
	assign	USBPU = 0;
	SegmentLCD	display (
		.number({PIN_4, PIN_3, PIN_2, PIN_1}),
		.out({PIN_15, PIN_14, PIN_13, PIN_12, PIN_11, PIN_10, PIN_9})
	);
endmodule
module SegmentLCD (
	input	[3:0]		number,
	output	reg [6:0]	out
);
	always @(*)
	begin
		case (number)
			4'b0000: out = ~7'b0111111;  
			4'b0001: out = ~7'b0000110;  
			4'b0010: out = ~7'b1011011;  
			4'b0011: out = ~7'b1001111;  
			4'b0100: out = ~7'b1100110;  
			4'b0101: out = ~7'b1101101;  
			4'b0110: out = ~7'b1111101;  
			4'b0111: out = ~7'b0000111;  
			4'b1000: out = ~7'b1111111;  
			4'b1001: out = ~7'b1100111;  
			4'b1010: out = ~7'b1110111;  
			4'b1011: out = ~7'b1111100;  
			4'b1100: out = ~7'b0111001;  
			4'b1101: out = ~7'b1011110;  
			4'b1110: out = ~7'b1111001;  
			4'b1111: out = ~7'b1110001;  
		endcase
	end
endmodule
```

## ./run.sh

```bash
#!/bin/bash
# OpenROAD 26Q1-2900-gdf79404cd8, Yosys 0.63+post, stock flow scripts
make -C /OpenROAD-flow-scripts/flow DESIGN_CONFIG=/design/flow/config.mk WORK_HOME=/design/flow/orfs finish
```

## ./config.mk

```make
export PLATFORM = sky130hd
export DESIGN_NAME = NumberDisplay
export DESIGN_NICKNAME = NumberDisplay
export VERILOG_FILES = /design/flow/design.v
export SDC_FILE = /design/flow/constraint.sdc
export NUM_CORES = 4
export LEC_CHECK = 1
export CORE_AREA = 10 10 70 70
export DIE_AREA = 0 0 80 80
```

## ./constraint.sdc

```tcl
current_design NumberDisplay

set clk_period 1.5
set clk_io_pct 0.2

create_clock -name clk0 -period $clk_period

set non_clock_inputs [all_inputs -no_clocks]
set_input_delay [expr $clk_period * $clk_io_pct] -clock clk0 $non_clock_inputs
set_output_delay [expr $clk_period * $clk_io_pct] -clock clk0 [all_outputs]
```

==> flow_summary_export.csv <==
group,metric,value,unit
power,power.ir.vdd_worst,0.04598,mV
logic_synthesis,postSynthSeqShare,0,%
detailed_routing,first_iter_violations,11,
logic_synthesis,ys_top_cells_by_area,"ha_1 28%, mux2i_1 15%, a22o_1 6.5%",
detailed_routing,drc,0,
global_route,grt_first_pass_wirelength,1.607,mm
worst_setup_path,crit_top_cell,"buf_6",
detailed_routing,avgRoutedWirePerCell,8.907,microns
global_route,grt_usage,2.886,%
die,rows,21,
global_route,maximum_number_of_pins_on_one_net_before_global_route_repair,9,
sta,setup_slack,-0.06011,ns
global_route,globalRouteOverflowTotal,0,
global_route,grtUsageMet2,4.815,%
sta,final_max_slew_viol_count,0,
die,initial_utilization,7.912,%
cells_and_area,seq_area,0,sq um
logic_synthesis,synth.cell_area,270.3,sq um
worst_setup_path,timing.critical_path.fanout_max,4,
worst_setup_path,critical_path.max_stage_delay,0.27,ns
worst_setup_path,crit_chain,"buf_8 > inv_8 > buf_6 > ha_4 > nand2b_4 > buf_6 > o211ai_1 > o21ai_1 > buf_2",
sta,timing.fmax,641.0,MHz
logic_synthesis,yosys.area.top_type,"ha_1",
worst_setup_path,worstSetupStartpointType,"input pin",
worst_setup_path,setup.worst_path.end_class,"primary output",
power,power-per-cell-area,251.7,nW/um^2
place,buffer_ports.inserted,11,
worst_setup_path,cp.arrival,1.26,ns
detailed_routing,drtAntennaViolNets,0,
global_route,antenna_found_initial,0,
cells_and_area,most-common-layout-cells,"10 x buf_4, 8 x buf_6, 7 x buf_2, 5 x ha_4",
global_route,gr-max-usage-layer,"met2",
die,die.size.x,80,microns
global_route,grtUsageMet1,4.153,%
die,die_height,80,microns
cells_and_area,layout_overhead_on_the_synthesized_area,133.8,%
logic_synthesis,synth-area-yosys,270.3,sq um
worst_setup_path,slowest_stage,"ha_4",
place,hpwl,663.3,microns
cells_and_area,layout_top_cell,"buf_4",
detailed_routing,via_per_inst,3.178,
sta,timing_hold_violations_final,0,
power,power_leakage,0.2924,nW
logic_synthesis,synth-cells-yosys,36,
cells_and_area,layout.sequential_cells,0,
detailed_routing,finalWirelength,953,microns
cells_and_area,finalInstanceArea,631.9,sq um
cells_and_area,proportion_of_layout_cells_with_a_drive_suffix_above_1,62.30,%
logic_synthesis,warning_count_from_the_yosys_run,1,
detailed_routing,num_vias,340,
detailed_routing,insertedDiodeCount,0,
power,power,159.1,uW
sta,setup_viol,3,
place,place.gp.congestion,0.6708,
die,die_area,6400,sq um
logic_synthesis,synthCells,36,
sta,fin_crit,1.560,ns
flow_run,warning_count,39,
logic_synthesis,post_synth.cell_area_avg,7.507,sq um
global_route,first_global_vias,351,
place,dpl_cell_area,483.0,sq um
logic_synthesis,synth.lib_cells_used.distinct,20,
die,top_level_ports,12,
worst_hold_path,min_path_type,"input pin to primary output",
sta,rsz0062_at_grt,"yes",
worst_setup_path,cell_class_contributing_the_biggest_share_of_worst_path_delay,"buffers and inverters",
worst_setup_path,cp_data_required_time,1.20,ns
status,violations_in_the_final_reports,"setup timing",
cells_and_area,fill_cells,374,
logic_synthesis,synthDominantCellAreaShare,27.78,%
cells_and_area,clockBufferCount,0,
detailed_routing,drt-pass1-iter-count,3,
sta,layout_worst_path_cycle_share,104.0,%
worst_setup_path,crit_path_category,"input pin to primary output",
global_route,use_met3,0.2273,%
die,core,3416,sq um
worst_setup_path,cp_num_buf_inv,5,
flow_run,drv_cap,0,
status,run_status,"finished, violations left",
[metal layers]
metal / routed length (microns) / up-vias
met4: 0 / 0
li1: - / 174
met2: 459 / 7
met5: 0 / -
met3: 30 / 0
met1: 464 / 159
[power by group]
group / internal, mW / switching, mW
Sequential: 0 / 0
Clock: 0 / 0
Combinational: 0.0950 / 0.0640
[cells by family after synthesis]
kind of cell / synth area share [%]
buf+inv: 12.50
compound gates: 22.22
other cells: 1.388
simple gates: 17.13
mux: 18.98
fa+ha+maj: 27.78
[final timing paths]
path / startpoint / endpoint / depth (start not counted)
setup / recovery: PIN_2 / PIN_12 / 9
hold / removal: PIN_2 / PIN_10 / 4
[stage by stage]
step | instances | utilization [%] | hold WS, ns | setup slack (ns) | setup TNS [ns]
6_report | 107 | 18.50 | 1.024 | -0.06011 | -0.1198
4_1_cts | 107 | 17.77 | 1.023 | -0.04768 | -0.1338
2_1_floorplan | 36 | - | 0.7001 | 0.1615 | 0
3_3_place_gp | 99 | 14.14 | 1.645 | -0.8562 | -5.461
5_1_grt | 107 | 18.50 | 1.049 | -0.1183 | -0.2713
3_5_place_dp | 99 | 14.14 | 1.632 | -0.8577 | -5.541
[Yosys cell counts]
cell and n:
nand2_1 1, o21ai_0 3, nand2b_1 1, buf_4 1, a32o_1 1, nor2_2 1
nor2_1 4, ha_1 6, inv_1 3, clkbuf_1 1, mux2_2 1, or3b_1 1
o21ai_1 1, conb_1 1, a22o_1 2, nor2b_1 1, mux2i_1 4, a21oi_1 1
o211ai_1 1, buf_6 1
[layout make-up]
| class | instances | area [sq um] | area share (%) |
|---|---|---|---|
| multi-input combinational | 30 | 320.3 | 50.69 |
| timing repair buffer | 28 | 232.7 | 36.83 |
| tap | 46 | 57.56 | 9.109 |
| inverter | 3 | 21.27 | 3.366 |
[what timing repair did]
item	4_1_cts	5_1_grt
hold buffers	0	0
buffers inserted	8	1
endpoints found under the hold margin	0	0
pin swaps	8	6
resized	60	7
endpoints found under the setup margin	7	7
cloned	0	0
Power figures rest on the tool's default switching activity, not on a simulated workload.
